**./config.mk**
```make
export PLATFORM = sky130hd
export DESIGN_NAME = UART_RX
export DESIGN_NICKNAME = UART_RX
export VERILOG_FILES = /design/flow/design.v
export SDC_FILE = /design/flow/constraint.sdc
export NUM_CORES = 4
export LEC_CHECK = 1
export CORE_UTILIZATION = 40
```
**./constraint.sdc**
```tcl
current_design UART_RX

set clk_period 3.6
set clk_io_pct 0.2

create_clock -name clk0 -period $clk_period [get_ports {clk}]

set non_clock_inputs [all_inputs -no_clocks]
set_input_delay [expr $clk_period * $clk_io_pct] -clock clk0 $non_clock_inputs
set_output_delay [expr $clk_period * $clk_io_pct] -clock clk0 [all_outputs]
```
**./design.v**
```verilog
module UART_RX #(parameter DATA_LENGTH = 8)
(
	input  wire 				  clk,
	input  wire 				  rst,
	input  wire 				  PAR_TYP,
	input  wire 				  PAR_EN,
	input  wire 		  		  RX_IN,
	input  wire [5:0] 			  Prescale,
	output wire [DATA_LENGTH-1:0] P_DATA,
	output wire 	  			  Data_valid,
	output wire		  			  Parity_Error,
	output wire 	  			  Stop_Error
);
	wire data_samp_en_top, sampled_bit_top, cnt_enable_top, deser_en_top,
		 par_chk_en_top, strt_chk_en_top, strt_glitch_top, stp_chk_en_top, last_edge_flag_top,
		 sample_done_top;
	wire [3:0] bit_cnt_top;
	wire [5:0] edge_cnt_top;
	data_sampling data_samp (
		.clk(clk), .rst(rst), .RX_IN(RX_IN),
		.data_samp_en(data_samp_en_top), .prescale(Prescale), 
		.edge_cnt(edge_cnt_top), .sampled_bit(sampled_bit_top), .sample_done(sample_done_top)
	);
	edge_bit_counter cnt (
		.clk(clk), .rst(rst),.cnt_enable(cnt_enable_top), .prescale(Prescale),
		.edge_cnt(edge_cnt_top), .bit_cnt(bit_cnt_top), .last_edge_flag(last_edge_flag_top)
	);
	parity_check par (
		.clk(clk), .rst(rst), .PAR_TYP(PAR_TYP),
		.sampled_bit(sampled_bit_top), .par_chk_en(par_chk_en_top),
		.P_DATA(P_DATA), .par_error(Parity_Error)
	);
	strt_check strt (
		.clk(clk), .rst(rst), .sampled_bit(sampled_bit_top),
		.strt_chk_en(strt_chk_en_top), .strt_glitch(strt_glitch_top)
	);
	stop_check stp (
		.clk(clk), .rst(rst), .sampled_bit(sampled_bit_top),
		.stp_chk_en(stp_chk_en_top), .stp_error(Stop_Error)
	);
	deserializer desr (
		.clk(clk), .rst(rst), .sampled_bit(sampled_bit_top),
		.deser_en(deser_en_top), .P_DATA(P_DATA)
	);
	UART_RX_FSM fsm (
		.clk(clk), .rst(rst), .PAR_EN(PAR_EN), .RX_IN(RX_IN),
		.edge_cnt(edge_cnt_top), .bit_cnt(bit_cnt_top), .par_error(Parity_Error), .strt_glitch(strt_glitch_top), 
		.stp_error(Stop_Error), .last_edge_flag(last_edge_flag_top), .data_samp_en(data_samp_en_top), .cnt_enable(cnt_enable_top),
		.deser_en(deser_en_top), .sample_done(sample_done_top), .data_valid(Data_valid),
		.par_chk_en(par_chk_en_top), .strt_chk_en(strt_chk_en_top), .stp_chk_en(stp_chk_en_top)
	);
endmodule
module UART_RX_FSM
(
	input wire 		 clk,
	input wire 		 rst,
	input wire 		 PAR_EN,
	input wire 		 RX_IN,
	input wire [5:0] edge_cnt,
	input wire [3:0] bit_cnt,
	input wire 		 par_error,
	input wire 		 strt_glitch,
	input wire 		 stp_error,
	input wire		 last_edge_flag,
	input wire		 sample_done,
	output reg 		 data_samp_en,
	output reg 		 cnt_enable,
	output reg 		 deser_en,
	output reg 		 data_valid,
	output reg 		 par_chk_en,
	output reg 		 strt_chk_en,
	output reg 		 stp_chk_en
);
	localparam IDLE        = 3'b000,
			   START 	   = 3'b001,
			   DESERIALIZE = 3'b010,
			   PARITY 	   = 3'b011,
			   STOP 	   = 3'b100;
	reg [2:0] CS, NS;
	always @(posedge clk or negedge rst) begin
		if (~rst)
			CS <= IDLE;	
		else 
			CS <= NS;
	end
	always @(*) begin
		NS = IDLE;
		case (CS)	
			IDLE :
			begin
				if (RX_IN)
					NS = IDLE;
				else
					NS = START;
			end
			START :
			begin
				if (last_edge_flag) begin
					if (strt_glitch) 
						NS = IDLE;		
					else 
						NS = DESERIALIZE;
				end 
				else begin
					NS = START;
				end
			end
			DESERIALIZE :
			begin
				if (bit_cnt==4'd9) begin
					if (PAR_EN)
						NS = PARITY;
					else
						NS = STOP;	
				end
				else
					NS = DESERIALIZE;
			end
			PARITY :
			begin
				if (last_edge_flag) begin
					if (par_error) 
						NS = IDLE;		
					else 
						NS = STOP;
				end 
				else begin
					NS = PARITY;
				end
			end
			STOP :
			begin
				if (last_edge_flag) begin
					if (stp_error) begin
						NS = IDLE;
					end
					else if (~RX_IN) begin
						NS = START;
					end
					else begin
						NS = IDLE;
					end
				end
				else begin
					NS = STOP;
				end
			end
			default :
			begin
				NS = IDLE;
			end
		endcase
	end
	always @(*) begin
		data_samp_en = 1'b0;
		cnt_enable   = 1'b0;
		deser_en     = 1'b0;
		data_valid   = 1'b0;
		par_chk_en   = 1'b0;
		strt_chk_en  = 1'b0;
		stp_chk_en   = 1'b0;
		case (CS)
			IDLE :
			begin
				if (~RX_IN) begin
					data_samp_en = 1'b1;
					cnt_enable   = 1'b1;
				end
				else begin
					data_samp_en = 1'b0;
					cnt_enable   = 1'b0;
				end
			end
			START :
			begin
				data_samp_en = 1'b1;
				cnt_enable   = 1'b1;
				if (last_edge_flag) begin
					if (strt_glitch) begin
						data_samp_en = 1'b0;
						cnt_enable   = 1'b0;
					end
					else begin
						data_samp_en = 1'b1;
						cnt_enable   = 1'b1;
					end
				end
				else if (sample_done) begin
					strt_chk_en = 1'b1;
				end
			end
			DESERIALIZE :
			begin
				data_samp_en = 1'b1;
				cnt_enable   = 1'b1;
				if (sample_done) begin
					deser_en = 1'b1;
				end
			end
			PARITY :
			begin
				data_samp_en = 1'b1;
				cnt_enable   = 1'b1;
				if (last_edge_flag) begin
					if (par_error) begin
						data_samp_en = 1'b0;
						cnt_enable   = 1'b0;
					end
					else begin
						data_samp_en = 1'b1;
						cnt_enable   = 1'b1;
					end
				end
				else if (sample_done) begin
					par_chk_en = 1'b1;
				end
			end
			STOP :
			begin
				data_samp_en = 1'b1;
				cnt_enable   = 1'b1;
				if (last_edge_flag) begin
					if (stp_error) begin
						data_samp_en = 1'b0;
						cnt_enable   = 1'b0;
						data_valid   = 1'b0;
					end
					else if (~RX_IN) begin
						data_samp_en = 1'b1;
						cnt_enable   = 1'b0;
						data_valid   = 1'b1;
					end
					else begin
						data_samp_en = 1'b0;
						cnt_enable   = 1'b0;
						data_valid   = 1'b1;
					end
				end
				else if (sample_done) begin
					stp_chk_en = 1'b1;
				end
			end
			default :
			begin
				data_samp_en = 1'b0;
				cnt_enable   = 1'b0;
				deser_en     = 1'b0;
				data_valid   = 1'b0;
				par_chk_en   = 1'b0;
				strt_chk_en  = 1'b0;
				stp_chk_en   = 1'b0;
			end
		endcase
	end
endmodule
module data_sampling
(
	input wire 		 clk,
	input wire 		 rst,
	input wire 		 RX_IN,
	input wire 		 data_samp_en,
	input wire [5:0] prescale,
	input wire [5:0] edge_cnt,
	output reg 		 sampled_bit,
	output reg 		 sample_done
);
	reg [2:0] sampling_value;
	always @(posedge clk or negedge rst) begin
		if (~rst) begin
			sampling_value <= 3'b0;
		end
		else if (data_samp_en) begin
			case (prescale)
				6'd4 : 
				begin
					if (edge_cnt==6'd2) begin
						sampling_value <= RX_IN;
					end
				end
				6'd8 :
				begin
					if ((edge_cnt==6'd3) || (edge_cnt==6'd4) || (edge_cnt==6'd5)) begin
						sampling_value <= {sampling_value[1:0], RX_IN}; 
					end
				end
				6'd16 :
				begin
					if ((edge_cnt==6'd7) || (edge_cnt==6'd8) || (edge_cnt==6'd9)) begin
						sampling_value <= {sampling_value[1:0], RX_IN}; 
					end
				end
				6'd32 :
				begin
					if ((edge_cnt==6'd15) || (edge_cnt==6'd16) || (edge_cnt==6'd17)) begin
						sampling_value <= {sampling_value[1:0], RX_IN}; 
					end
				end
			endcase
		end
	end
	wire majority_bit;
	assign majority_bit = (sampling_value[0] & sampling_value[1]) | (sampling_value[0] & sampling_value[2]) | (sampling_value[1] & sampling_value[2]);
	always @(posedge clk or negedge rst) begin
		if (~rst) begin
			sampled_bit <= 1'b0;
			sample_done <= 1'b0;
		end
		else if (data_samp_en) begin
			case (prescale)
				6'd4 : 
				begin
					if (edge_cnt==6'd3) begin
						sampled_bit <= majority_bit;
						sample_done <= 1'b1; 
					end
					else
						sample_done <= 1'b0;
				end
				6'd8 :
				begin
					if (edge_cnt==6'd6) begin
						sampled_bit <= majority_bit;
						sample_done <= 1'b1; 
					end
					else
						sample_done <= 1'b0;
				end
				6'd16 :
				begin
					if (edge_cnt==6'd10) begin
						sampled_bit <= majority_bit;
						sample_done <= 1'b1; 
					end
					else
						sample_done <= 1'b0;
				end
				6'd32 :
				begin
					if (edge_cnt==6'd18) begin
						sampled_bit <= majority_bit; 
						sample_done <= 1'b1;
					end
					else
						sample_done <= 1'b0;
				end
			endcase
		end
	end
endmodule
module deserializer
(
	input wire 		 clk,
	input wire 		 rst,
	input wire 		 sampled_bit,
	input wire 		 deser_en,
	output reg [7:0] P_DATA
);
	always @(posedge clk or negedge rst) begin
		if (~rst) begin
			P_DATA <= 8'b0;
		end
		else if (deser_en) begin
			P_DATA <= {sampled_bit, P_DATA[7:1]};
		end
	end
endmodule
module edge_bit_counter
(
	input wire 		 clk,
	input wire 		 rst,
	input wire		 cnt_enable,
	input wire [5:0] prescale,
	output reg [5:0] edge_cnt,
	output reg [3:0] bit_cnt,
	output reg		 last_edge_flag
);
	always @(posedge clk or negedge rst) begin
		if (~rst) begin
			edge_cnt 	   <= 6'b0;
			bit_cnt  	   <= 4'b0;
			last_edge_flag <= 1'b0;
		end
		else if (cnt_enable) begin
			case (prescale)
				6'd4 : 
				begin
					if (edge_cnt==6'd3) begin
						last_edge_flag <= 1'b1;
						edge_cnt 	   <= edge_cnt+1;
					end
					else if (edge_cnt==6'd4) begin
						edge_cnt 	   <= 6'd1;
						last_edge_flag <= 1'b0;
						bit_cnt  	   <= bit_cnt+1;
					end
					else begin
						edge_cnt <= edge_cnt+1;
						last_edge_flag <= 1'b0;
					end
				end
				6'd8 :
				begin
					if (edge_cnt==6'd7) begin
						last_edge_flag <= 1'b1;
						edge_cnt 	   <= edge_cnt+1;
					end
					else if (edge_cnt==6'd8) begin
						edge_cnt 	   <= 6'd1;
						last_edge_flag <= 1'b0;
						bit_cnt  	   <= bit_cnt+1;
					end
					else begin
						edge_cnt <= edge_cnt+1;
						last_edge_flag <= 1'b0;
					end
				end
				6'd16 :
				begin
					if (edge_cnt==6'd15) begin
						last_edge_flag <= 1'b1;
						edge_cnt 	   <= edge_cnt+1;
					end
					else if (edge_cnt==6'd16) begin
						edge_cnt 	   <= 6'd1;
						last_edge_flag <= 1'b0;
						bit_cnt  	   <= bit_cnt+1;
					end
					else begin
						edge_cnt <= edge_cnt+1;
						last_edge_flag <= 1'b0;
					end
				end
				6'd32 :
				begin
					if (edge_cnt==6'd31) begin
						last_edge_flag <= 1'b1;
						edge_cnt 	   <= edge_cnt+1;
					end
					else if (edge_cnt==6'd32) begin
						edge_cnt 	   <= 6'd1;
						last_edge_flag <= 1'b0;
						bit_cnt  	   <= bit_cnt+1;
					end
					else begin
						edge_cnt <= edge_cnt+1;
						last_edge_flag <= 1'b0;
					end
				end
			endcase
		end
		else begin
			bit_cnt  	   <= 4'b0;
			last_edge_flag <= 1'b0;
			edge_cnt       <= 6'd1;
		end
	end
endmodule
module parity_check
(
	input wire 		 clk,
	input wire 		 rst,
	input wire 		 PAR_TYP,
	input wire 		 sampled_bit,
	input wire 		 par_chk_en,
	input wire [7:0] P_DATA,
	output reg       par_error
);
	wire data_parity;
	assign data_parity = (~PAR_TYP) ? (^P_DATA) : (~^P_DATA);
	reg par_error_comb;
	always @(*) begin
		par_error_comb = 1'b0;
		if (par_chk_en) begin
			if (sampled_bit==data_parity) begin
				par_error_comb = 1'b0;
			end
			else begin
				par_error_comb = 1'b1;
			end
		end
		else begin
			par_error_comb = 1'b0;
		end
	end
	always @(posedge clk or negedge rst) begin
		if (~rst) begin
			par_error <= 1'b0;
		end
		else begin
			par_error <= par_error_comb;
		end
	end
endmodule
module stop_check
(
	input wire 		 clk,
	input wire 		 rst,
	input wire 		 sampled_bit,
	input wire 		 stp_chk_en,
	output reg       stp_error
);
	reg stp_error_comb;
	always @(*) begin
		stp_error_comb = 1'b0;
		if (stp_chk_en) begin
			if (sampled_bit==1'b1) begin
				stp_error_comb = 1'b0;
			end
			else begin
				stp_error_comb = 1'b1;
			end
		end
		else begin
			stp_error_comb = 1'b0;
		end
	end
	always @(posedge clk or negedge rst) begin
		if (~rst) begin
			stp_error <= 1'b0;
		end
		else begin
			stp_error <= stp_error_comb;
		end
	end
endmodule
module strt_check
(
	input wire 		 clk,
	input wire 		 rst,
	input wire 		 sampled_bit,
	input wire 		 strt_chk_en,
	output reg       strt_glitch
);
	reg strt_glitch_comb;
	always @(*) begin
		strt_glitch_comb = 1'b0;
		if (strt_chk_en) begin
			if (sampled_bit==1'b0) begin
				strt_glitch_comb = 1'b0;
			end
			else begin
				strt_glitch_comb = 1'b1;
			end
		end
		else begin
			strt_glitch_comb = 1'b0;
		end
	end
	always @(posedge clk or negedge rst) begin
		if (~rst) begin
			strt_glitch <= 1'b0;
		end
		else begin
			strt_glitch <= strt_glitch_comb;
		end
	end
endmodule
```
**./run.sh**
```bash
#!/bin/bash
# OpenROAD 26Q1-2900-gdf79404cd8, Yosys 0.63+post, stock flow scripts
make -C /OpenROAD-flow-scripts/flow DESIGN_CONFIG=/design/flow/config.mk WORK_HOME=/design/flow/orfs finish
```
==> commit_impl_results.txt <==
Add synthesis and place-and-route results

- In the placement report, post-DP HPWL is listed as about 3200 um.
- The number of global-route vias before repair was around 1600.
- The stat command in Yosys gives a chip area of around 2100 um^2.
- Async set-reset flop share out of synthesis: ~100%
* Maximum number of pins on one net before global-route repair: 33
* CTS clock-pin slew for the worst setup and hold paths: roughly 70 ps
* Fin. Hold Viols: 0
* Hold depth: 2
- Row generation in the floorplan step produced 25 rows.
- The clock arrives with ~4.7 ps of skew.
- Area of the chip: roughly 5500 um^2
- The final antenna diode tally reported by the flow is 0.
* Worst setup path startpoint: Prescale[5]
- Total routing resource utilization after global routing: ~18%
- Most frequent cells after synthesis: sky130_fd_sc_hd__dfrtp_1, sky130_fd_sc_hd__nand2_1, sky130_fd_sc_hd__nor2_1, sky130_fd_sc_hd__xnor2_1, sky130_fd_sc_hd__nand3_1
- The CTS report gives the tree buffer count as 5.
* Part of the Yosys area used for sequential elements: between 30% and 40%
- Per the final layout report, the fraction of cells sized above drive strength 1 comes to between 10% and 20%.
* Startpoint of the most critical hold path: fsm.CS[0]$_DFF_PN1_
* Yosys Instances: between 200 and 250
* Setup Crit Path Kind: input pin to flip-flop
- The floorplan step set the die height to 74.2 um.
* Highest fanout seen on the critical path: 8
- Via total after detailed routing: about 1600
* Count of library flops with an enable pin: 0
- Clock tree sinks: 32
- Tool warning count: 29
- The region available for standard cell placement spans 4880 um^2.
- The power report puts the leakage power at around 1 nW.
- STA reports the tightest min-delay check as being of type flip-flop to flip-flop.
- After clock tree synthesis, the setup repair step added 0 buffers.
* Sink of the worst hold path: fsm.CS[0]$_DFF_PN1_
* Total Negative Setup Slacks: 0 ps
- Initial detailed-routing violation count: roughly 120
* DRT antenna net count: 0
- Input/output buffers: 21
- CTS tree: built
- The worst register-to-register path begins at cnt.edge_cnt[0]$_DFFE_PN0P_.
- Time the worst path needs with I/O delays and setup: slightly below 3000 ps
* Wire length reported by the detailed router: 4350 um
- Before placement the cells fill 42.7% of the core.
- Cell Type Count: 62
- Non-Filler Instances: roughly 300
* Maximum buffer depth of the clock tree: 2
- Register cell area after layout: between 800 and 900 um^2
* Slew at the pin with the worst max-slew slack: 742 ps
- The layout has between 400 and 500 filler cells.
* Area leader, netlist: sky130_fd_sc_hd__dfrtp_1
- Once synthesis finished, the tally of register bits stood at 32.
* DRT Pass-1 Iters: 4
- Per the layout area report, the combinational gate area comes to approximately 1200 um^2.
* Global-route wire length before repair: between 7000 and 8000 um
* Final estimated routing congestion in global placement: around 0.96
- Data on the critical path is required at its endpoint by between 3000 and 4000 ps.
* Detailed-route vias per instance: 5.50
- The clock H-tree reported by CTS has 2 levels.
* Worst reg-to-reg path cell count: 6
* Result of the run: complete, no violations
- STA lists the endpoint of the worst register-to-register path as data_samp.sampled_bit$_DFFE_PN0P_.
* Residual DRC count: 0
- Unrepaired setup endpoints after global routing: false
- Static timing analysis puts the maximum clock frequency at 0.340 GHz.
- Post-CTS sizing: 0
- Family with the most delay on the worst path: simple AND/OR/NAND/NOR gates
- The critical path crosses 7 cells after its start point.
* Delay of the slowest cell on the worst path: between 600 and 700 ps
- X dimension of the die: between 70 and 80 um
* Max-slew headroom: between 50% and 60%
- During synthesis, Yosys emitted a total of 7 warnings.
- sky130_fd_sc_hd__dfrtp_1 is the most common cell in the netlist.
- Endpoint kind of the worst setup timing path: flip-flop
* Data arrival time at the worst-slack endpoint: ~3100 ps
- Flop-to-flop setup slack: roughly 1100 ps
- Post-layout period usage of the worst path: between 80 and 90%
- Across the VDD grid, the largest voltage drop is approximately 0.32 mV.
* Power density over the cells: 600 nW/um^2
* Share of the core filled with cells in the final layout: between 50% and 60%
* Number of buffer and inverter stages on the critical path: 1
- Compared with the post-synthesis result, the final layout area differs by 17.9%.
- The total overflow left after global routing is 0.
- Max-slew violation total from the final report: 0
- In the final report, the number of endpoints failing setup comes to 0.
- Clock insertion delay at the later pin of the skew report: 280 ps
- Count of boundary I/O pins: 22
* Post-synth area hogs: sky130_fd_sc_hd__dfrtp_1, sky130_fd_sc_hd__xnor2_1, sky130_fd_sc_hd__mux2_2
- Clock tree synthesis selected as its root buffer the cell sky130_fd_sc_hd__clkbuf_8.
- Including well taps, the total number of placed cells is slightly below 300.
- Per the detail_route report, routed wire per instance is approximately 15 um.
* Number of standard cells after synthesis: between 200 and 250
- CP cell instances: clkdlybuf4s50_1 > or4b_4 > or2_4 > o41ai_4 > o21ai_4 > a2111oi_4 > mux2_1
* Max-cap check violation count: 0
- For reference, the post-synthesis area per instance comes to 10.1 um^2.
* Synth top area share: between 30% and 40%
- Post-CTS Hold Fix Bufs: 0
- STA classifies the critical path startpoint as an input pin.
- The number of antenna violations at the first check in global routing was 0.
- Syn Std Cell Area: ~2100 um^2
- The commonest register cell is sky130_fd_sc_hd__dfrtp_1.
- Slowest stage cell on the critical path: sky130_fd_sc_hd__clkdlybuf4s50_1
## through the flow
stage | cell area, um^2 | power, W | setup slack [ps] | hold slack, ps
after global placement | 2370 | 0.00120 | 429 | 489
after detailed placement | 2370 | 0.00119 | 398 | 488
after global routing | 2460 | 0.00159 | 620 | 560
after CTS | 2460 | 0.00149 | 674 | 498
final | 2460 | 0.00147 | 661 | 497
after floorplan | 2080 | 0.00101 | 1030 | 424
## placed cells by master (no fill, tap or decap), types with 3 or more instances in the layout
cell,synthesis,routed
sky130_fd_sc_hd__dfrtp_1,31,31
sky130_fd_sc_hd__a21oi_1,5,5
sky130_fd_sc_hd__xor2_1,3,3
sky130_fd_sc_hd__nor3b_1,3,3
sky130_fd_sc_hd__nor2_1,14,14
sky130_fd_sc_hd__o21ai_0,9,9
sky130_fd_sc_hd__xnor2_1,12,12
sky130_fd_sc_hd__nand2b_1,3,3
sky130_fd_sc_hd__nor3_1,3,3
sky130_fd_sc_hd__nand2_1,16,16
sky130_fd_sc_hd__nor2b_1,4,4
sky130_fd_sc_hd__inv_1,8,8
sky130_fd_sc_hd__clkdlybuf4s50_1,0,21
sky130_fd_sc_hd__nand3_1,11,11
sky130_fd_sc_hd__and3_1,3,3
sky130_fd_sc_hd__o21a_1,3,3
sky130_fd_sc_hd__ha_1,6,6
sky130_fd_sc_hd__or3_1,4,4
sky130_fd_sc_hd__mux2_2,9,9
sky130_fd_sc_hd__mux2i_1,3,3
sky130_fd_sc_hd__clkbuf_8,0,6
sky130_fd_sc_hd__a31oi_1,5,5
## final cells by class
cell class / count / area share [%]
Clock buffer: 8 / 3.67
Multi-Input combinational cell: 162 / 50.2
Tap cell: 67 / 3.41
Inverter: 8 / 1.22
Sequential cell: 32 / 32.7
Timing Repair Buffer: 22 / 8.86
## cell families (layout without fill, tap and decap cells)
group           Yosys count  in the layout  synth area share, %
compound gates           47             47                 19.0
fa+ha+maj                 7              7                 4.08
simple gates             79             79                 22.4
xor+xnor                 15             15                 6.31
mux                      14             14                 7.39
buf+inv                  13             38                 2.34
flops                    32             32                 38.5
## per-layer routing
metal / global-route usage, % / vias up / share of wire (%)
li1: - / 815 / -
met1: 29.0 / 792 / 51
met2: 25.3 / 31 / 44
met3: 2.75 / 6 / 3.5
met4: 3.21 / 0 / 1.1
met5: 0 / - / 0
## flip-flops by register name, indices dropped and copies added, names as in the netlist
| name | cells |
|---|---|
| par.par_error | 1 |
| stp.stp_error | 1 |
| cnt.bit_cnt | 4 |
| data_samp.sampled_bit | 1 |
| cnt.edge_cnt | 6 |
| data_samp.sample_done | 1 |
| strt.strt_glitch | 1 |
| desr.P_DATA | 8 |
| data_samp.sampling_value | 3 |
| fsm.CS | 5 |
| cnt.last_edge_flag | 1 |
## worst reg2reg max path, cell delays in order (launching register included)
cell                        delay (ps)
sky130_fd_sc_hd__dfrtp_1           440
sky130_fd_sc_hd__ha_1              320
sky130_fd_sc_hd__nor4b_1           520
sky130_fd_sc_hd__a22oi_1           170
sky130_fd_sc_hd__o2bb2a_1          350
sky130_fd_sc_hd__a2111oi_4         210
sky130_fd_sc_hd__mux2_1            360
## worst max path at each step
stage,endpoint,slack [ps]
4_1_cts,data_samp.sampled_bit$_DFFE_PN0P_,670
5_1_grt,data_samp.sampled_bit$_DFFE_PN0P_,620
6_report,data_samp.sampled_bit$_DFFE_PN0P_,660
## power by group
part           leakage (nW)  switching (W)  internal [W]  total, W
clock                0.0455       0.000125      0.000156  0.000280
sequential            0.420       0.000154      0.000471  0.000624
combinational         0.531       0.000268      0.000300  0.000568
total                 0.996       0.000546      0.000927   0.00147
Power figures rest on the tool's default switching activity, not on a simulated workload.
